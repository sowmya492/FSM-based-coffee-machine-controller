--- flow/run.sh ---
#!/bin/bash
# OpenROAD 26Q1-2900-gdf79404cd8, Yosys 0.63+post, stock flow scripts
make -C /OpenROAD-flow-scripts/flow DESIGN_CONFIG=/design/flow/config.mk WORK_HOME=/design/flow/orfs finish
--- flow/config.mk ---
export PLATFORM = sky130hd
export DESIGN_NAME = coffee_machine
export DESIGN_NICKNAME = coffee_machine
export VERILOG_FILES = /design/flow/design.v
export SDC_FILE = /design/flow/constraint.sdc
export NUM_CORES = 4
export LEC_CHECK = 1
export CORE_AREA = 10 10 78 78
export DIE_AREA = 0 0 88 88
--- flow/constraint.sdc ---
current_design coffee_machine

set clk_period 1.7
set clk_io_pct 0.2

create_clock -name clk0 -period $clk_period [get_ports {clk}]

set non_clock_inputs [all_inputs -no_clocks]
set_input_delay [expr $clk_period * $clk_io_pct] -clock clk0 $non_clock_inputs
set_output_delay [expr $clk_period * $clk_io_pct] -clock clk0 [all_outputs]
--- flow/design.v ---
module coffee_machine(
    input clk,
    input rst,
    input bean_check,
    input start_btn,
    input [2:0] mode_select,  
    output reg cup_placed,
    output reg milk_dispense,
    output reg coffee_dispense,
    output reg sugar_dispense,
    output reg water_dispense,
    output reg stirrer_action,
    output reg done
);
  reg [2:0] current_state;
  localparam S_IDLE = 3'b000,
             S_CHECK_BEANS = 3'b001,
             S_SELECT_MODE = 3'b010,
             S_PROCESS = 3'b011,
             S_DISPENSE = 3'b100,
             S_DONE = 3'b101;
  always @(posedge clk) begin
    if (rst) begin
      current_state <= S_IDLE;
      cup_placed <= 0;
      milk_dispense <= 0;
      coffee_dispense <= 0;
      sugar_dispense <= 0;
      water_dispense <= 0;
      stirrer_action <= 0;
      done <= 0;
    end else begin
      case (current_state)
        S_IDLE: begin
          if (bean_check)
            current_state <= S_CHECK_BEANS;
        end
        S_CHECK_BEANS: begin
          current_state <= S_SELECT_MODE;
        end
        S_SELECT_MODE: begin
          if (start_btn) begin
            current_state <= S_PROCESS;
            cup_placed <= 1;  
          end
        end
        S_PROCESS: begin
          case (mode_select)
            3'b000: begin  
              milk_dispense <= 1;
              sugar_dispense <= 1;
              stirrer_action <= 1;
            end
            3'b001: begin  
              milk_dispense <= 1;
              stirrer_action <= 1;
            end
            3'b010: begin  
              coffee_dispense <= 1;
              sugar_dispense <= 1;
              stirrer_action <= 1;
              water_dispense <=1;
            end
            3'b011: begin  
              coffee_dispense <= 1;
              stirrer_action <= 1;
              water_dispense <=1;
            end
            3'b100: begin  
              coffee_dispense <= 1;
              milk_dispense <= 1;
              sugar_dispense <= 1;
              stirrer_action <= 1;
            end
            3'b101: begin  
              coffee_dispense <= 1;
              milk_dispense <= 1;
              stirrer_action <= 1;
            end
          endcase
          current_state <= S_DISPENSE;
        end
        S_DISPENSE: begin
          milk_dispense <= 0;
          coffee_dispense <= 0;
          sugar_dispense <= 0;
          water_dispense <= 0;
          stirrer_action <= 0;
          done <= 1;
          current_state <= S_DONE;
        end
        S_DONE: begin
          done <= 0;
          current_state <= S_IDLE;
          cup_placed <= 0;
        end
        default: current_state <= S_IDLE;
      endcase
    end
  end
endmodule
==> impl_metrics.json <==
{
  "cp_cell_sequence": "clkdlybuf4s50_1",
  "final-max-slew-violation-count": 0,
  "synthesized_area_fraction_occupied_by_xor_and_xnor_cells_pct": 1.77,
  "clock_transition_at_the_registers_of_the_reported_paths_ns": 0.05,
  "worst_ep_required_time_ns": 1.36,
  "startpoint_type": "flip-flop",
  "netlist_instances": 53,
  "path_max_fanout": 3,
  "cap_violations": 0,
  "final.min_clock_period_ns": 1.43,
  "detail_route.drc_violations": 0,
  "syn2layout_area_growth_pct": 50.8,
  "placed_area_sq_um": 702,
  "routedWlPerCell_microns": 9.40,
  "yosysChipArea_sq_um": 495,
  "post_synth_main_area_contributors": "sky130_fd_sc_hd__dfxtp_1 (53%), sky130_fd_sc_hd__a21oi_1 (5.1%), sky130_fd_sc_hd__nor2_1 (4.5%)",
  "max_slew.worst_pin.slew_ns": 0.315,
  "critical_path_class": "flip-flop to primary output",
  "aoi_share_pct": 19.9,
  "hpwlAfterDp_microns": 913,
  "setup_violations": 0,
  "global_route_wire_length_before_repair_microns": 1880,
  "setup.worst_path.end_class": "primary output",
  "power_leakage_uw": 0.000254,
  "initial_utilization_pct": 11.2,
  "slew_headroom_pct": 79.0,
  "report.final.hold_viol_count": 0,
  "post-route-cell-area_sq_um": 747,
  "fa_ha_area_share_pct": 0,
  "wire_length_after_detailed_routing_microns": 1160,
  "first_global_vias": 413,
  "synthDominantAreaCellType": "sky130_fd_sc_hd__dfxtp_1",
  "dr_total_vias": 409,
  "htree_levels": 1,
  "total_power_uw": 631,
  "synth.mux.area_fraction_pct": 2.27,
  "last_weighted_congestion_value_of_the_routability_driven_placer": 0.775,
  "synth-simple-area-share_pct": 20.5,
  "netlist_logic_family_top": "simple AND/OR/NAND/NOR gates",
  "yosys_register_bits": 13,
  "critical_path_arrival_ns": 1.09,
  "synth_seq_share_pct": 52.5,
  "vdd.ir_drop.worst_v": 0.000275,
  "ant_nets": 0,
  "final_cells": 123,
  "clock_path_buffers": 2,
  "groute.usage.overall_pct": 3.02,
  "initial_antenna_violation_count": 0,
  "mappedNetlistArea_sq_um": 495,
  "critical_path_s_slowest_cell": "sky130_fd_sc_hd__clkdlybuf4s50_1",
  "clock_latency_of_the_later_clocked_register_in_the_worst_skew_pair_ns": 0.24,
  "yosysTopAreaCellShare_pct": 52.5,
  "fmax_mhz": 701,
  "ys_types": 20,
  "run_status": "completed",
  "die.size.y_microns": 88,
  "holdBufCountCts": 0,
  "fin_tns_setup_ns": 0,
  "fp.dieArea_sq_um": 7740,
  "critical_path.top_delay_family": "buffers and inverters",
  "timing.final.crit_share_pct": 84.0,
  "avgSynthCellArea_sq_um": 9.35,
  "drt_pass1_iterations": 4,
  "grt.overflow.total": 0,
  "numCtsBuffers": 3,
  "cp_slowest_stage_delay_ns": 0.50,
  "std_cell_rows": 24,
  "detail_route.iter0.violations": 55,
  "share_of_cells_above_drive_strength_1_pct": 12.7,
  "clock-root-buffer": "sky130_fd_sc_hd__clkbuf_8",
  "clock-sinks": 13,
  "port_buffers": 13,
  "num_antenna_cells": 0,
  "pwr_density_cell_nw_per_um2": 845,
  "grt_setup_unrepaired": "no",
  "hold-worst-slack_ns": 0.434,
  "holdCritPathClass": "flip-flop to flip-flop",
  "worst-path-buf-inv": 1,
  "timing.clock.skew_ns": 0.00101,
  "post_drt_via_cell_ratio": 3.33,
  "clock_tree_from_tritoncts": "done",
  "ys.warnings.count": 1,
  "dp_cells": 119,
  "grt_start_max_net_pins": 8,
  "stage_log_warnings": 25,
  "core_area_sq_um": 4410,
  "io_pins": 14,
  "die.size.x_microns": 88,
  "postCtsSetupRepairBufs": 0,
  "cts.repair.resized": 0,
  "yosys_cells": 53
}
## cell families after synthesis
kind of cell,after synthesis
compound gates,15
xor+xnor,1
flops,13
mux,1
simple gates,19
buf+inv,4
## layout by cell type, fill, tap and decap left out, types with 2 or more instances in the layout
master,Yosys,layout
sky130_fd_sc_hd__dfxtp_1,13,13
sky130_fd_sc_hd__clkdlybuf4s50_1,0,13
sky130_fd_sc_hd__nor2_1,6,6
sky130_fd_sc_hd__a21oi_1,5,5
sky130_fd_sc_hd__nand2_1,4,4
sky130_fd_sc_hd__o21ai_0,4,4
sky130_fd_sc_hd__inv_1,3,3
sky130_fd_sc_hd__clkbuf_8,0,3
sky130_fd_sc_hd__nor2b_1,2,2
sky130_fd_sc_hd__nand3_1,2,2
sky130_fd_sc_hd__a2bb2oi_1,2,2
sky130_fd_sc_hd__nand2b_1,2,2
sky130_fd_sc_hd__buf_4,0,2
## final cells by class
type                    count  area, sq um
clock buffers               4         45.0
fillers                   481         3670
inverters                   3         11.3
multi-input cells          36          220
flip-flops and latches     13          260
well taps                  52         65.1
repair buffers             15          145
## cell usage after synthesis, drive strengths merged
library cell  instances
inv                   3
o21a                  1
a21bo                 1
mux2                  1
o32a                  1
nand2                 4
xnor2                 1
a21o                  1
a21oi                 5
and3                  1
a2bb2oi               2
nor2                  6
o21ai                 4
nor2b                 2
nor3b                 1
dfxtp                13
nand2b                3
nand3                 2
clkbuf                1
## metrics by stage
step | setup slack [ns] | util (%)
final | 0.273 | 16.9
after detailed placement | 0.160 | 15.9
after CTS | 0.246 | 16.9
after global routing | 0.217 | 16.9
after global placement | 0.184 | 15.9
after floorplan | 0.716 | -
## metal layers
metal / global-route usage [%] / wire [microns] / part of all wire (%) / vias to the layer above
li1: - / - / - / 216
met1: 3.67 / 531 / 46 / 177
met2: 4.10 / 415 / 36 / 16
met3: 2.71 / 209 / 18 / 0
met4: 0.145 / 0 / 0 / 0
met5: 0 / 0 / 0 / -
## final timing paths
| path | endpoint | from | depth (start not counted) | slack [ns] |
|---|---|---|---|---|
| max reg2reg | sugar_dispense$_SDFFE_PP0P_ | current_state[5]$_DFF_P_ | 3 | 0.59 |
| max | sugar_dispense | sugar_dispense$_SDFFE_PP0P_ | 1 | 0.27 |
| min reg2reg | current_state[3]$_DFF_P_ | current_state[0]$_DFF_P_ | 2 | 0.43 |
| min | current_state[3]$_DFF_P_ | current_state[0]$_DFF_P_ | 2 | 0.43 |
## power breakdown
| part | internal, uW | switching [uW] |
|---|---|---|
| combinational | 30.3 | 19.3 |
| clock | 165 | 99.4 |
| sequential | 313 | 4.26 |
| total | 508 | 123 |
## sequential cells by signal, summed over array words and instances, names as in the netlist
register / flops
current_state: 6
sugar_dispense: 1
done: 1
water_dispense: 1
coffee_dispense: 1
stirrer_action: 1
milk_dispense: 1
cup_placed: 1
Power and IR drop assume default switching activity.
